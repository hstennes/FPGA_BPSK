==> flow/design.v <==
`timescale 1ns / 1ps
`default_nettype none
module cordic #(
    parameter integer C_S00_AXIS_TDATA_WIDTH = 32,
    parameter integer C_M00_AXIS_TDATA_WIDTH = 32,
    parameter integer C_NUM_CORDIC_ITERATIONS = 16,
    parameter integer C_CORDIC_FRAC_WIDTH = 16,
    parameter integer C_CORDIC_GAIN = 39796
)(
    input wire s00_axis_aclk,
    input wire s00_axis_aresetn,
    input wire s00_axis_tlast,
    input wire s00_axis_tvalid,
    input wire [C_S00_AXIS_TDATA_WIDTH-1:0] s00_axis_tdata,
    input wire [(C_S00_AXIS_TDATA_WIDTH/8)-1:0] s00_axis_tstrb,
    output logic s00_axis_tready,
    input wire m00_axis_tready,
    output logic m00_axis_tvalid,
    output logic m00_axis_tlast,
    output logic [C_M00_AXIS_TDATA_WIDTH-1:0] m00_axis_tdata,  
    output logic [(C_M00_AXIS_TDATA_WIDTH/8)-1:0] m00_axis_tstrb
);
    localparam integer C_CORDIC_LOG2_FRAC_WIDTH = $clog2(C_CORDIC_FRAC_WIDTH);
    localparam integer C_CORDIC_FIXED_WIDTH = (C_S00_AXIS_TDATA_WIDTH/2) + C_CORDIC_FRAC_WIDTH + 1;  
    logic [15:0] angles [0:15];
    initial begin
        angles[0] = 16'd8191;
        angles[1] = 16'd4835;
        angles[2] = 16'd2555;
        angles[3] = 16'd1297;
        angles[4] = 16'd651;
        angles[5] = 16'd325;
        angles[6] = 16'd162;
        angles[7] = 16'd81;
        angles[8] = 16'd40;
        angles[9] = 16'd20;
        angles[10] = 16'd10;
        angles[11] = 16'd5;
        angles[12] = 16'd2;
        angles[13] = 16'd1;
        angles[14] = 16'd0;
        angles[15] = 16'd0;
    end
    function logic [C_CORDIC_FIXED_WIDTH-1:0] rnd2zerodiv(
        input logic signed [C_CORDIC_FIXED_WIDTH-1:0] x,
        input logic [C_CORDIC_LOG2_FRAC_WIDTH-1:0] i
    );
        logic sign;
        if ($signed(x) < 0) begin
            x = -x;
            sign = 1;
        end else begin
            sign = 0;
        end
        x = x >> i;
        if (sign) begin
            rnd2zerodiv = -x;
        end else begin
            rnd2zerodiv = x;
        end
    endfunction
    initial begin
        assert(C_CORDIC_FRAC_WIDTH == 16) else $fatal("C_CORDIC_FRAC_WIDTH must be 16, or fix the CORDIC gain const.");
    end
    function logic [C_CORDIC_FIXED_WIDTH-1:0] abs_scale(
        input logic signed [C_S00_AXIS_TDATA_WIDTH/2-1:0] x
    );
        if ($signed(x) < 0) begin
            abs_scale = $signed(-x) * $signed(C_CORDIC_GAIN);
        end else begin
            abs_scale = x * C_CORDIC_GAIN;
        end
    endfunction
    logic signed [C_CORDIC_FIXED_WIDTH-1:0] x_i [0:C_NUM_CORDIC_ITERATIONS];
    logic signed [C_CORDIC_FIXED_WIDTH-1:0] y_i [0:C_NUM_CORDIC_ITERATIONS];
    logic signed [C_CORDIC_FIXED_WIDTH-1:0] z_i [0:C_NUM_CORDIC_ITERATIONS];
    logic  flips_i [0:C_NUM_CORDIC_ITERATIONS];
    logic tvalid_i [0:C_NUM_CORDIC_ITERATIONS];
    logic tlast_i [0:C_NUM_CORDIC_ITERATIONS];
    logic signed [C_S00_AXIS_TDATA_WIDTH/2-1:0] pre_x_i_0, pre_y_i_0;
    logic signed [C_S00_AXIS_TDATA_WIDTH/2-1:0] x_i_0, y_i_0, z_i_0;
    logic flips_i_0;
    assign pre_x_i_0 = s00_axis_tdata[(C_S00_AXIS_TDATA_WIDTH/2)-1:0];
    assign pre_y_i_0 = s00_axis_tdata[(C_S00_AXIS_TDATA_WIDTH-1):(C_S00_AXIS_TDATA_WIDTH/2)];
    assign x_i_0 = pre_x_i_0<0?-pre_x_i_0:pre_x_i_0;
    assign y_i_0 = pre_x_i_0<0?-pre_y_i_0:pre_y_i_0;
    assign z_i_0 = 0;
    assign flips_i_0 = pre_x_i_0<0;
    always_ff @(posedge s00_axis_aclk) begin
        if (m00_axis_tready) begin
            tvalid_i[0] <= s00_axis_tvalid;
            tlast_i[0] <= s00_axis_tlast;
            x_i[0] <= abs_scale(x_i_0);
            y_i[0] <= abs_scale(y_i_0);
            z_i[0] <= 0;
            flips_i[0] <= flips_i_0;
        end
    end
    genvar i;
    generate for (i = 0; i < C_NUM_CORDIC_ITERATIONS; i = i + 1) begin: cordic_iteration
        always_ff @(posedge s00_axis_aclk) begin
            if (m00_axis_tready) begin
                tvalid_i[i+1] <= tvalid_i[i];
                tlast_i[i+1] <= tlast_i[i];
                flips_i[i+1] <= flips_i[i];
                if ($signed(y_i[i]) < 0) begin
                    x_i[i+1] <= x_i[i] - rnd2zerodiv(y_i[i], i);
                    y_i[i+1] <= y_i[i] + rnd2zerodiv(x_i[i], i);
                    z_i[i+1] <= z_i[i] - angles[i];
                end else begin
                    x_i[i+1] <= x_i[i] + rnd2zerodiv(y_i[i], i);
                    y_i[i+1] <= y_i[i] - rnd2zerodiv(x_i[i], i);
                    z_i[i+1] <= z_i[i] + angles[i];
                end
            end
        end
    end endgenerate
    logic [15:0] mag;
    logic [15:0] rotate_angle, regular_angle;
    assign rotate_angle     = z_i[C_NUM_CORDIC_ITERATIONS]-32768;
    assign regular_angle    =  z_i[C_NUM_CORDIC_ITERATIONS];
    assign mag =  x_i[C_NUM_CORDIC_ITERATIONS][C_CORDIC_FIXED_WIDTH-2:C_CORDIC_FRAC_WIDTH];
    assign m00_axis_tvalid = tvalid_i[C_NUM_CORDIC_ITERATIONS];
    assign m00_axis_tlast = tlast_i[C_NUM_CORDIC_ITERATIONS];
    always_comb begin
        if (flips_i[C_NUM_CORDIC_ITERATIONS]) begin
            m00_axis_tdata = {rotate_angle, mag};
        end else begin
            m00_axis_tdata = {regular_angle, mag};
        end
    end
    assign s00_axis_tready = m00_axis_tready;
    assign m00_axis_tstrb = 4'hf;
endmodule
`default_nettype wire
==> flow/run.sh <==
#!/bin/bash
# OpenROAD 26Q1-2900-gdf79404cd8, Yosys 0.63+post, stock flow scripts
make -C /OpenROAD-flow-scripts/flow DESIGN_CONFIG=/design/flow/config.mk WORK_HOME=/design/flow/orfs finish
==> flow/config.mk <==
export PLATFORM = sky130hd
export DESIGN_NAME = cordic
export DESIGN_NICKNAME = cordic
export VERILOG_FILES = /design/flow/design.v
export SDC_FILE = /design/flow/constraint.sdc
export NUM_CORES = 4
export LEC_CHECK = 1
export CORE_UTILIZATION = 40
export SYNTH_HDL_FRONTEND = slang
==> flow/constraint.sdc <==
current_design cordic

set clk_period 32.8
set clk_io_pct 0.2

create_clock -name clk0 -period $clk_period [get_ports {s00_axis_aclk}]

set non_clock_inputs [all_inputs -no_clocks]
set_input_delay [expr $clk_period * $clk_io_pct] -clock clk0 $non_clock_inputs
set_output_delay [expr $clk_period * $clk_io_pct] -clock clk0 [all_outputs]
==> CHANGELOG.md <==
### Metrics

* Most used cell, CP: ha_1
* HP Class: flip-flop to flip-flop
* Mapped Area at 169900 um^2
* Max incr delay on CP at 0.58 ns
* Final setup viols at 0
* Worst Setup End Kind: flip-flop
* Max_cap viols at 0
* Starting DRT DRC Count at 10530
* Setup bufs post-CTS at 0
* Largest delay contributor family on the critical path: adder cells
* Post-CTS sizing at 0
* Area leader, netlist: edfxtp_1
* Post-Layout Inst Area at 182000 um^2
* Longest Clk Path Bufs at 4
* Ys async rst share at 0%
* Gr ovfl total at 0
* Crit share post-route at 48.21%
* H-tree levels at 4
* Total I/O pin count at 80
* Met1 usage at 32.57%
* Clk ins delay skew pair at 0.90 ns
* Post-synthesis sequential area ratio at 23.58%
* Final Max Tran Viols at 0
* Hold_buf cts at 0
* Commonest flop: edfxtp_1
* CTS Sinks at 1334
* Filler cells at 40860
* OpenROAD warnings at 100
* Final setup TNS at 0 ns
* Slew HR at 34.27%
* Distinct lib cells at 117
* Routed Antenna Nets at 0
* Critical path's slowest cell: fa_1
* Via Count at 143700
* Routability cong. at 0.9634
* Worst Setup Start Kind: input pin
* Unrepaired setup endpoints after global routing: no
* Stages on worst setup path at 33
* Met3 usage at 4.141%
* Residual DRC count at 0
* Synth flops at 1334
* Buf+Inv Stages, Crit Path at 7
* Most Crowded Layer GR: met2
* Slew of the pin with the lowest slew margin at 0.9784 ns
* Fmax at 63.24 MHz
* Top-area cell share at 23.58%
* Yosys chip area at 169900 um^2
* Met2 Use GR at 37.19%
* Worst-path maximum fanout at 17
* Initial core utilization at 40.32%
* Layout cells sized above 1 at 4.233%
* Layout area overhead at 7.098%
* Cell area after placement at 176600 um^2
* Minimum hold slack at 0.4108 ns
* Reg2Reg Depth at 29
* Initial antenna violation count at 4
* Routed wire length at 482500 um
* Via density at 5.633
* Required @ worst endpoint at 33.38 ns
* Buffers on Ports at 69
* CP arrival at 16.40 ns
* Tmin final at 15.81 ns
* Root buffer cell: clkbuf_16
* Clk slew on worst S/H paths at 0.05 ns
* Clock buffer count from CTS at 162
* Hold Crit Depth at 0
* Status: finished, final reports clean
* Final Hold Fails at 0
* Number of global-route vias before repair at 132700
* Gr usage total at 23.05%
* Cell count after synthesis at 19970
* Top Layout Cells: xnor2_1 (1900), ha_1 (1651), nor2_1 (1613)
* Cells in synth_stat.txt at 19970
* Pre-Repair DR Iteration Count at 9
* Yosys Warn Count at 0
* Num rows at 238
* Clock Skew at 0.05547 ns
* Number of enable flip-flop cells at 1334
* Most frequent logic cell in the layout: xnor2_1
* DP Wirelength at 392900 um
* Top cells by area: edfxtp_1 (24%), ha_1 (12%), xnor2_1 (9.8%)
* Die area at 427400 um^2
* Routed wire per std cell at 18.91 um
* First-pass GRT wire length at 755700 um
* Syn_area_per_cell at 8.509 um^2
* CTS tree: done
* Die span in x at 653.7 um
* Critical path class: input pin to flip-flop
* Die Height at 653.7 um
* Core Area at 421400 um^2
* Pin count of the biggest net entering global routing at 106
-- cell type report --
cell class / instances / area (um^2) / area share, %
multi-input cells: 16700 / 122500 / 67.33
flip-flops and latches: 1334 / 40060 / 22.01
well taps: 5640 / 7057 / 3.878
inverters: 1281 / 4808 / 2.643
clock buffers: 184 / 4136 / 2.273
repair buffers: 259 / 2142 / 1.177
clock inverters: 106 / 1227 / 0.6746
diodes: 6 / 15.01 / 0.008251
-- sequential cells by signal (all words and copies together), names as in the netlist --
register / flops
z_i: 224
tlast_i: 17
flips_i: 17
tvalid_i: 17
x_i: 537
y_i: 522
-- routing by layer --
metal  up-vias  wire length (um)
li1      72160                 -
met3       643             29620
met1     67250            212600
met5         -               127
met4         4             15800
met2      3658            224300
-- metrics by stage --
stage	instances	setup WS (ns)	utilization, %
global route	25510	16.33	43.18
finish	25510	16.99	43.18
floorplan	19970	16.91	-
detailed placement	25220	16.08	41.91
CTS	25510	16.98	43.18
global placement	25220	16.06	41.91
-- cell usage after synthesis, types with 67 or more instances --
| cell | n |
|---|---|
| xnor2_1 | 1901 |
| ha_1 | 1651 |
| fa_1 | 438 |
| buf_1 | 67 |
| or4_1 | 151 |
| o21a_1 | 250 |
| a21o_1 | 419 |
| a21boi_0 | 92 |
| and4_1 | 81 |
| xor2_1 | 1004 |
| o211ai_1 | 95 |
| nor4_1 | 271 |
| o21ai_0 | 967 |
| nand2b_1 | 247 |
| nand4_1 | 278 |
| and3_1 | 305 |
| nand3_1 | 560 |
| o21bai_1 | 194 |
| nor3_1 | 594 |
| mux2i_1 | 196 |
| edfxtp_1 | 1334 |
| o31ai_1 | 150 |
| and2_1 | 179 |
| nand2_1 | 1423 |
| inv_1 | 1263 |
| a21oi_1 | 1340 |
| or2_2 | 188 |
| or3_1 | 272 |
| nor2b_1 | 210 |
| clkbuf_1 | 541 |
| nor2_1 | 1613 |
| a211oi_1 | 133 |
| a31oi_1 | 247 |
-- kinds of logic after synthesis --
kind of cell	share of synthesized area [%]
other	0.002207
muxes	1.526
xor gates and xnor gates	15.04
and+or+nand+nor	19.97
adders and majority gates	17.32
DFF	23.58
AOI/OAI and AO/OA	18.21
buffers and inverters	4.352
-- final timing paths --
path,slack (ns),to,startpoint
setup / recovery,16.99,y_i[0][29]$_DFFE_PP_,s00_axis_tdata[16]
hold / removal,0.41,flips_i[0][4]$_DFFE_PP_,flips_i[0][3]$_DFFE_PP_
setup reg to reg,24.04,x_i[16][31]$_DFFE_PP_,y_i[15][14]$_DFFE_PP_
hold reg to reg,0.41,flips_i[0][4]$_DFFE_PP_,flips_i[0][3]$_DFFE_PP_
